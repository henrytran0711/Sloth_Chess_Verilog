File: flow/config.mk
export PLATFORM = sky130hd
export DESIGN_NAME = control_block
export DESIGN_NICKNAME = control_block
export VERILOG_FILES = /design/flow/design.v
export SDC_FILE = /design/flow/constraint.sdc
export NUM_CORES = 4
export LEC_CHECK = 1
export CORE_AREA = 10 10 74 74
export DIE_AREA = 0 0 84 84
File: flow/constraint.sdc
current_design control_block

set clk_period 2.6
set clk_io_pct 0.2

create_clock -name clk0 -period $clk_period [get_ports {clk}]

set non_clock_inputs [all_inputs -no_clocks]
set_input_delay [expr $clk_period * $clk_io_pct] -clock clk0 $non_clock_inputs
set_output_delay [expr $clk_period * $clk_io_pct] -clock clk0 [all_outputs]
File: flow/design.v
module control_block(clk, gen, update, reset, software_stop, init);
  input clk, gen, update, reset;
  output reg software_stop, init;
  reg [6:0] sendMoveCycleCounter = 0;
  reg [4:0] updateBoardCycleCounter = 0;
  localparam SEND_MOVE_COUNTER_MAX = 64;
  localparam UPDATE_BOARD_COUNTER_MAX = 16;
  localparam INIT_STATE   = 2'b00;
  localparam READY_STATE  = 2'b01;
  localparam SEND_STATE   = 2'b10;
  localparam UPDATE_STATE = 2'b11;
  reg [1:0] currentState = INIT_STATE;
  always @ (posedge clk) begin
    if(reset) begin
      currentState = INIT_STATE;
      software_stop = 0;
      init = 1;
    end
    else begin
      case(currentState) 
        INIT_STATE: begin
		  currentState = READY_STATE;
      	  software_stop = 0;
      	  init = 1;
        end
        READY_STATE: begin
          if(gen) begin
            currentState = SEND_STATE;
            software_stop = 1;
            init = 0;
          end
          else if(update) begin
            currentState = UPDATE_STATE;
            software_stop = 1;
            init = 0;
          end
          else begin
            software_stop = 0;
            init = 0;
          end
        end
        SEND_STATE: begin
          if(!gen && sendMoveCycleCounter >= SEND_MOVE_COUNTER_MAX) begin
            sendMoveCycleCounter = 0;
            currentState = READY_STATE;
            software_stop = 0;
            init = 0;
          end
          else begin
            sendMoveCycleCounter = sendMoveCycleCounter + 1;
            software_stop = 1;
            init = 0;
          end
        end
        UPDATE_STATE: begin
          if(!update && updateBoardCycleCounter >= UPDATE_BOARD_COUNTER_MAX) begin
            currentState = READY_STATE;
            software_stop = 0;
            init = 0;
          end
          else begin
            updateBoardCycleCounter = updateBoardCycleCounter + 1;
            software_stop = 1;
            init = 0;
          end
        end
      endcase
    end
  end
endmodule
File: flow/run.sh
#!/bin/bash
# OpenROAD 26Q1-2900-gdf79404cd8, Yosys 0.63+post, stock flow scripts
make -C /OpenROAD-flow-scripts/flow DESIGN_CONFIG=/design/flow/config.mk WORK_HOME=/design/flow/orfs finish
==> reports/summary.rpt <==
====================================================================================
Longest Clk Path Bufs                                                              2
DRC violation total after the first TritonRoute iteration                          8
Post-CTS setup repair buffer count                                                 0
Yosys synthesis chip area                                                   707 um^2
Initial Util                                                                   0.178
Worst reg2reg path depth                                                           3
Type of origin of the critical path                                        input pin
Yosys top cell by area                                                      edfxtp_1
DRT antenna net count                                                              0
Max H-tree Level                                                                   1
Register clock-pin slew on the reported worst setup and hold paths           0.05 ns
Global routing usage summed across all routing layers                         0.0308
Wire length of the first global-routing pass                                 1.91 mm
Count of final hold-check violations                                               0
Number of enable-type register cells in the synthesized netlist                   12
Number of DRC violations after detailed routing                                    0
Synthesized flop and latch total                                                  16
Cell Pwr Density                                                         591 nW/um^2
Part of the power in combinational logic                                       0.078
Setup tns final                                                                 0 ns
Unrepaired setup endpoints after global routing                                false
Most used flip-flop cell                                                    edfxtp_1
Fraction of layout instances using a drive strength above 1                   0.0909
Endpoint of the worst-slack reg-to-reg timing path                      updateBoardCycleCounter[2]
Clock network power share                                                      0.346
Portion of the post-synthesis area used by sequential elements                 0.623
Tmin final                                                                   1.73 ns
Vias in the first global route                                                   439
Yosys stat cell total                                                             57
Register-to-Register Setup Slack                                             1.27 ns
Setup violators final                                                              0
Count of vias placed by the detailed router                                      421
Post-synthesis average cell area                                           12.4 um^2
Syn. warnings                                                                      1
Async SR Flop Fraction                                                             0
Largest fanout on the critical path                                                7
Max-Cap Viols                                                                      0
Hold Path Class                                                           reg -> reg
Post-detailed-route wirelength per cell                                      8.93 um
I/O pin count                                                                      6
Hold path cells                                                                    1
Detail-routed via count per cell                                                3.63
Worst Hold Launch                                                       currentState[0]
Type of the setup path with the least slack                                in -> reg
Final weighted congestion in routability-driven placement                      0.770
Initial antenna violation count                                                    0
Reg power frac                                                                 0.576
Headroom to the max-slew limit                                                 0.631
Biggest area cells                                                      edfxtp_1 (51%), dfxtp_1 (11%), nor2_1 (3.7%)
Core Box Area                                                              3970 um^2
Count leader, synth                                                         edfxtp_1
Largest net degree at the start of global routing                                 10
Arrival @ worst endpoint                                                     1.61 ns
Number of sinks driven by the clock tree                                          16
Internal portion of total power                                               412 uW
Count of instances resized after the clock tree is built                           0
Capture endpoint of the worst hold path                                         init
Pre-antenna DRT Iters                                                              2
Leftover overflow at the end of global routing                                     0
Worst-case vdd ir drop                                                      0.300 mV
P_sw                                                                         99.1 uW
OpenROAD warning count                                                            25
Count of buffers from port buffering                                               5
Leakage dissipation                                                         0.286 nW
Die Area                                                                   7060 um^2
Die y size                                                                     84 um
Library cell used as clock root buffer                                      clkbuf_8
Number of pins with negative max-slew slack in the final report                    0
Share of the core filled with cells in the final layout                        0.218
Clock buffers created by TritonCTS                                                 3
Synthesized area                                                            707 um^2
Fmax                                                                         577 MHz
Commonest cells in the synthesized netlist                              edfxtp_1 (12), nor2_1 (7), dfxtp_1 (4), nand3_1 (4)
Nature of the critical path endpoint                                            flop
Mapped Cells                                                                      57
Count of antenna diodes in the layout                                              0
Total Wirelength                                                             1.04 mm
Syn-to-layout area delta                                                       22.3%
Part of the cycle the worst path needs                                         0.667
Slew at the pin closest to its max-slew limit                               0.551 ns
Outcome                                                                 finished, final reports clean
Die x size                                                                     84 um
Worst clock skew                                                          0.00314 ns
Worst path required time                                                     2.48 ns
Post-synth top area share                                                      0.510
Switch share                                                                   0.194
Library cells used by synthesis                                                   23
Row count                                                                         23
Skew-Pair Late Insertion Delay                                               0.24 ns
Detail Placement HPWL                                                         806 um
Number of buffers inserted for hold repair after clock tree synthesis              0
Beginning of the worst register-to-register path                        updateBoardCycleCounter[4]
CTS tree                                                                       built
====================================================================================
==> sequential cells by signal, summed over array words and instances, names as in the netlist <==
register and count:
sendMoveCycleCounter 7, updateBoardCycleCounter 5, currentState 2, init 1, software_stop 1
==> layout by cell type, fill, tap and decap left out, types with 2 or more instances in the layout <==
cell	count
a311oi_1	2
nor2_1	7
xnor2_1	3
nand2_1	2
inv_1	3
edfxtp_1	12
clkdlybuf4s50_1	5
o21a_1	2
clkbuf_8	3
nand3_1	4
xor2_1	3
dfxtp_1	4
ha_1	2
o21ai_0	2
==> how the worst max path moves through the flow <==
stage,endpoint,from,depth (start not counted),slack [ns]
finish,sendMoveCycleCounter[6],reset,3,0.87
global route,sendMoveCycleCounter[6],reset,3,0.80
CTS,sendMoveCycleCounter[6],reset,3,0.86
==> through the flow <==
step                area (um^2)  hold slack (ns)  setup WS [ns]  instances  power [mW]
floorplan                   707            0.461           1.25         57       0.321
global placement            820            0.513          0.657        112       0.339
detailed placement          820            0.498          0.598        112       0.340
CTS                         865            0.512          0.863        116       0.519
global route                865            0.566          0.801        116       0.536
finish                      865            0.519          0.865        116       0.511
==> layout make-up <==
class | instances | area [um^2]
fillers | 430 | 3110
flip-flops and latches | 16 | 440
multi-input cells | 38 | 255
well taps | 50 | 62.6
repair buffers | 5 | 50.0
clock buffers | 3 | 41.3
inverters | 3 | 11.3
clock inverters | 1 | 3.75
==> worst max-delay path, cell delays in order <==
cell and delay (ns):
clkdlybuf4s50_1 0.47, nand2b_1 0.18, nor2_1 0.44
==> power groups by stage <==
stage	Combinational (mW)	Clock (mW)	Sequential [mW]
final	0.0398	0.177	0.295
after global routing	0.0450	0.195	0.296
after CTS	0.0402	0.184	0.294
==> cell families (layout without fill, tap and decap cells) <==
family                   after synthesis  in the layout  share of synthesized area
buffers and inverters                  3             12                     0.0159
XOR/XNOR                               6              6                     0.0743
adder cells (fa/ha/maj)                2              2                     0.0354
flip-flops                            16             16                      0.623
AND-OR/OR-AND                         11             11                      0.108
AND/OR/NAND/NOR                       19             19                      0.143
==> per-layer routing <==
layer	part of all wire	global-route usage
met2	0.43	0.0446
met4	0	0.00609
met3	0.042	0.0108
met1	0.52	0.0432
met5	0	0
No activity file was given, so power comes from the tool's default toggle rates.
